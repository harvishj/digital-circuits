==> design.v <==
`timescale 1ns / 1ps
module comparator_1bit(A_greater_B, A_less_B, A_equal_B, A, B);
input A, B;
output A_greater_B, A_less_B, A_equal_B;
assign A_greater_B = (A>B);
assign A_less_B = (A<B);
assign A_equal_B = (A==B);
endmodule
`timescale 1ns / 1ps
module comparator_4bit(A_greater_B, A_less_B, A_equal_B, A, B);
input [3:0] A,B;
output A_greater_B, A_less_B, A_equal_B;
wire [3:0]w, x, y; 
comparator_1bit cb1(w[3], x[3], y[3], A[3], B[3]);
comparator_1bit cb2(w[2], x[2], y[2], A[2], B[2]);
comparator_1bit cb3(w[1], x[1], y[1], A[1], B[1]);
comparator_1bit cb4(w[0], x[0], y[0], A[0], B[0]);
assign A_equal_B = (y[3] && y[2] && y[1] && y[0]);
assign A_greater_B = (w[3] || (w[2]&&(!x[3])) || (w[1]&&(!((x[2]) || (x[3]))) || (w[0]&&(!(x[1] || x[2] || x[3])))));
assign A_less_B = (x[3] || (x[2]&&(!w[3])) || (x[1]&&(!((w[2]) || (w[3]))) || (x[0]&&(!(w[1] || w[2] || w[3])))));
endmodule
==> run.sh <==
#!/bin/bash
# OpenROAD 26Q1-2900-gdf79404cd8, Yosys 0.63+post, stock flow scripts
make -C /OpenROAD-flow-scripts/flow DESIGN_CONFIG=/design/flow/config.mk WORK_HOME=/design/flow/orfs finish
==> config.mk <==
export PLATFORM = sky130hd
export DESIGN_NAME = comparator_4bit
export DESIGN_NICKNAME = comparator_4bit
export VERILOG_FILES = /design/flow/design.v
export SDC_FILE = /design/flow/constraint.sdc
export NUM_CORES = 4
export LEC_CHECK = 1
export CORE_AREA = 10 10 70 70
export DIE_AREA = 0 0 80 80
==> constraint.sdc <==
current_design comparator_4bit

set clk_period 1.4
set clk_io_pct 0.2

create_clock -name clk0 -period $clk_period

set non_clock_inputs [all_inputs -no_clocks]
set_input_delay [expr $clk_period * $clk_io_pct] -clock clk0 $non_clock_inputs
set_output_delay [expr $clk_period * $clk_io_pct] -clock clk0 [all_outputs]
==> results.toml <==
# synthesis and place-and-route metrics
[floorplan]
num_io_pins = 11
core_area_um2 = 3420
die_y_um = 80
initial_core_util = 0.0549
die_w_um = 80
chipArea_um2 = 6400
row_count = 21

[synthesis]
ys_seq_share = 0
yosys.area.top_type_share = 0.533
ys_chip_area_um2 = 188
fa_ha_area_frac = 0.533
synth_cell_types = 8
synth_area_um2 = 188
synth-simple-area-share = 0.100
netlist_instances = 26
topCellsByArea = "ha_1 (53%), inv_1 (20%), a21oi_1 (8.0%)"
synth_stat.cells = 26
yosys.area.top_type = "ha_1"
aoi_share = 0.167
synth.logic.top_family = "adder cells"
mux_area_frac = 0
synth_warnings = 0
yosys.area_share.xor_xnor = 0
synth.avg_cell_area_um2 = 7.22

[clocking]
hold_buffers = 0
post_cts_buffers = 0

[global_route]
grt_pass1_vias = 210
grt-ovfl-total = 0
grt_antenna_before_repair = 1
grt_pass1_wl_um = 959
grt_start_max_net_pins = 5
grt_usage = 0.0185

[cells_and_area]
fin_cells = 85
seq_area_um2 = 0
final_area_um2 = 392
utilization = 0.115
clock_buffers = 0
layout_top_cell = "buf_2"
lay_top_cells = "buf_2 (9), inv_1 (7), ha_4 (5)"
area_delta_synth_final_pct = 109
layout-drive-gt1-share = 0.590
design.seq.count = 0

[sta]
fmax_ghz = 0.734
hold_viol_final = 0
period_needed_ns = 1.36
finalSetupViolations = 0
max_slew_margin = 0.854
final.setup.tns_ns = 0
finalCritPeriodShare = 0.973
finalMaxSlewViolations = 0
holdWs_ns = 0.988
max_slew.worst_pin.slew_ns = 0.218

[pwr]
intPower_w = 0.0000496
p_leak_nw = 0.179
combPwrFrac = 1.000
p_clk_frac = 0
power_frac_seq = 0
powerDensity_nw_per_um2 = 232
peakVddDrop_mv = 0.0322
p_sw_w = 0.0000414
p_sw_frac = 0.455

[placed_design]
dp_cells = 85
dpl_cell_area_um2 = 370
place_congestion = 0.675
port_buffers = 11

[drt]
vias = 211
drc = 0
detail_route.wl_per_cell_um = 7.46
viasPerCell = 2.48
antennaDiodeCount = 0
wirelength_um = 634
first_iter_violations = 2
drtAntennaViolNets = 0
firstDrtPassIters = 2

[worst_setup_path]
path_class = "in2out"
path_delay_family = "adder cells"
critPathMaxFanout = 4
crit_chain = "buf_2 > inv_2 > ha_4 > nor2_2 > a21oi_1 > o31ai_2 > buf_2"
cp_slowest_cell = "ha_4"
cp-end-kind = "primary output"
crit_path_frequent_cell = "buf_2"
critPathMaxStageDelay_ns = 0.28
cp.required_ns = 1.12
critPathArrivalTime_ns = 1.08
critPathBufInv = 3
cp-start-kind = "input port"

[outcome]
run_status = "finished, final reports clean"

[job]
tool_warnings = 36
maxCapViolations = 0

[worst_hold_path]
worst_hold_path_type = "in2out"
per-stage QoR:
step                       power, W  setup WS, ns
final                     0.0000909        0.0385
after global routing       0.000105       -0.0103
after CTS                 0.0000805        0.0138
after detailed placement  0.0000862        -0.814
after global placement    0.0000847        -0.806
after floorplan           0.0000305         0.293
layer usage:
layer  routed length [um]  vias up  global-route usage
met3                  122        2              0.0159
met2                  250        7              0.0297
met5                   20        -                   0
met4                    0        2                   0
li1                     -      111                   -
met1                  241       89              0.0191
worst paths after layout:
| check | start | endpoint | slack (ns) | cells after the start |
|---|---|---|---|---|
| worst max-delay path | A[3] | A_less_B | 0.04 | 7 |
| worst min-delay path | B[3] | A_greater_B | 0.99 | 4 |
Yosys cell counts:
library cell	instances
a21oi_1	3
and4_1	1
ha_1	8
inv_1	10
nor2_1	1
nor2b_1	1
o31ai_1	1
o32ai_1	1
repair_timing:
item | 4_1_cts | 5_1_grt
pin swaps | 7 | 2
gates cloned | 0 | 0
endpoints found under the setup margin | 3 | 2
gates resized | 46 | 9
cell families (layout without fill, tap and decap cells):
logic type	count (synthesis)	in the layout
fa+ha+maj	8	8
buf+inv	10	23
compound gates	5	5
simple gates	3	3
final cells by class:
cell class / instances / area, um^2
inverter: 10 / 37.5
multi-input combinational: 16 / 220
tap: 46 / 57.6
timing repair buffer: 13 / 76.3
fill: 400 / 3020
power groups by stage:
stage / sequential [W] / clock, W / combinational [W]
finish: 0 / 0 / 0.0000909
CTS: 0 / 0 / 0.0000805
global route: 0 / 0 / 0.000105
No activity file was given, so power comes from the tool's default toggle rates.
