==> /design/flow/design.v <==
`timescale 1ns / 1ps
module Decoder_5to32(D,A,Enable);
input [4:0] A;
input Enable;
output [31:0] D;
wire w1, w2, w3, w4;
assign w1 = (!(A[1]) && !(A[0]) && Enable),w2 = (!(A[1]) && A[0] && Enable),w3 = (A[1] && !(A[0]) && Enable),w4 = (A[1] && A[0] && Enable);
decoder_3_to_8 Dec1({D[28],D[24],D[20],D[16],D[12],D[8],D[4],D[0]},A[4:2],w1),
				 Dec2({D[29],D[25],D[21],D[17],D[13],D[9],D[5],D[1]},A[4:2],w2),
				 Dec3({D[30],D[26],D[22],D[18],D[14],D[10],D[6],D[2]},A[4:2],w3),
				 Dec4({D[31],D[27],D[23],D[19],D[15],D[11],D[7],D[3]},A[4:2],w4);
endmodule
`timescale 1ns / 1ps
module decoder_3_to_8(D,A,Enable);
input [2:0] A;
input Enable;
output reg [7:0] D; 
always @(*)
if (Enable) case (A)
					3'b000: begin
							  D[0] = 1;
							  D[7:1] = 0;
							  end
					3'b001: begin
							  D[1] = 1;
							  {D[7:2],D[0]} = 0;
							  end
					3'b010: begin
							  D[2] = 1;
							  {D[7:3],D[1]} = 0;
							  end
					3'b011: begin
							  D[3] = 1;
							  {D[7:4],D[2:0]} = 0;
							  end
					3'b100: begin
							  D[4] = 1;
							  {D[7:5],D[3:0]} = 0;
							  end
					3'b101: begin
							  D[5] = 1;
							  {D[7:6],D[4:0]} = 0;
							  end
					3'b110: begin
							  D[6] = 1;
							  {D[7],D[5:0]} = 0;
							  end
					3'b111: begin
							  D[7] = 1;
							  D[6:0] = 0;
							  end		  
					endcase
else D[7:0] = 0;					
endmodule
==> /design/flow/run.sh <==
#!/bin/bash
# OpenROAD 26Q1-2900-gdf79404cd8, Yosys 0.63+post, stock flow scripts
make -C /OpenROAD-flow-scripts/flow DESIGN_CONFIG=/design/flow/config.mk WORK_HOME=/design/flow/orfs finish
==> /design/flow/config.mk <==
export PLATFORM = sky130hd
export DESIGN_NAME = Decoder_5to32
export DESIGN_NICKNAME = Decoder_5to32
export VERILOG_FILES = /design/flow/design.v
export SDC_FILE = /design/flow/constraint.sdc
export NUM_CORES = 4
export LEC_CHECK = 1
export CORE_AREA = 10 10 70 70
export DIE_AREA = 0 0 80 80
==> /design/flow/constraint.sdc <==
current_design Decoder_5to32

set clk_period 1.8
set clk_io_pct 0.2

create_clock -name clk0 -period $clk_period

set non_clock_inputs [all_inputs -no_clocks]
set_input_delay [expr $clk_period * $clk_io_pct] -clock clk0 $non_clock_inputs
set_output_delay [expr $clk_period * $clk_io_pct] -clock clk0 [all_outputs]
==> Changelog: implementation <==
### Changed

* Synthesized flop and latch total at 4
* Vias in the first global route at 614
* Pre-placement core utilization at 9.82%
* 1st-iter DRT viols at 24
* Number of hold buffers added after CTS at 0
* Net switching power of the design at 0.0000539 W
* Setup repair after global routing missed its margin: true
* Critical Path RT at 1.44 ns
* Area growth from synthesis to layout at 210%
* Overflow left after global routing at 0
* Placeable Area at 3420 µm²
* Top cells by area: nor2_1, dlxtn_1, nand4bb_1
* Number of buffers added on ports at 38
* Count of unclocked register or latch pins at 4
* Cell internal power dissipation at 0.0000658 W
* Final setup margin at 0.0294 ns
* Max VDD drop at 0.0337 mV
* Half-perimeter wire length of the detailed placement result at 1450 µm
* Placed cells at 142
* Total number of vias at 601
* Via density per instance at 3.78
* Antenna violations before repair at 0
* Measured slew at the worst slew-check pin at 0.217 ns
* Filler instances at 349
* Antenna diode count at 0
* Time the final worst path needs with I/O delays and setup at 1.77 ns
* Routed WL per cell at 12.7 µm
* Logic area at 367 µm²
* Pwr dens at 115 nW/µm²
* Routability-driven placement congestion ratio at 0.750
* Register area at 60.1 µm²
* Number of cells in Yosys stat at 53
* Maximum achievable frequency at 0.565 GHz
* Hold Worst Slack at 1.11 ns
* Comb power frac at 99.2%
* Type of origin of the critical path: input pin
* Max FO, Critical Path at 8
* Post-synthesis cell type count at 14
* Aggregate routed wire length at 2020 µm
* Synth area leader: nor2_1
* Endpoints left unconstrained at 8
* Status: finished clean
* Non-Filler Instances at 159
* Total iterations of the first detailed-routing run at 2
* Die x size at 80 µm
* Number of cell rows at 21
* Fraction of layout instances using a drive strength above 1 at 54.0%
* Netlist Area Pre-Place at 335 µm²
* PnR Total Power at 0.000120 W
* Area share, top type at 28.0%
* Type of the setup path with the least slack: input pin to output port
* Chip area at 6400 µm²
* Synthesized netlist cell count at 53
* Count of pins on the block boundary at 38
* Wire length of the first global-routing pass at 3160 µm
* Final number of max-transition violations at 0
* Height of the chip at 80 µm
* Worst Setup End Kind: output port
* Reg power frac at 0.8%
* Maximum number of pins on one net before global-route repair at 9
* Worst relative slew slack at 85.5%
* Global Route Usage Sum at 6.00%
* Setup TNS after final layout at 0 ns
* Switching power share of the total at 45.0%
* Data arrival time of the critical path at 1.41 ns
* Tool Warnings at 33
* Worst min-delay path category: input pin to output port
* Clock power share at 0%
* Static Leakage at 0.538 nW
* Avg Cell Area, Syn at 6.33 µm²
* Yosys synthesis chip area at 335 µm²
* Ys Warns at 1
* Worst slack at placement at -0.580 ns
* Finish-stage setup viols at 0
* Total DRC errors in the routed layout at 0
* Post-route ant nets at 0
* Period utilisation layout at 98.4%
* Hold Violations, Final at 0
* Max-cap violation count at 0
[logic make-up (layout without fill, tap and decap cells)]
family        after synthesis  count (layout)  synth area share (%)
buf+inv                     4              64                  5.97
simple gates               45              45                  76.1
latches                     4               4                  17.9
[cells in the final DEF, fill, tap and decap left out]
| cell type | n |
|---|---|
| nor2_1 | 15 |
| nand2b_4 | 2 |
| nand2_1 | 1 |
| nor3_2 | 4 |
| clkbuf_2 | 2 |
| or3b_4 | 1 |
| buf_2 | 5 |
| or4b_4 | 1 |
| buf_4 | 20 |
| dlxtn_1 | 4 |
| nor3_1 | 1 |
| clkdlybuf4s15_2 | 3 |
| nand4b_1 | 3 |
| nand4bb_4 | 3 |
| nor3b_2 | 2 |
| clkbuf_4 | 1 |
| nand4_1 | 1 |
| dlymetal6s2s_1 | 4 |
| buf_6 | 6 |
| nor2_2 | 10 |
| clkdlybuf4s50_1 | 4 |
| dlygate4sd2_1 | 16 |
| nand2_2 | 1 |
| clkdlybuf4s15_1 | 3 |
[area by class of cell]
type                            count  area share, %
Multi-Input combinational cell     45           35.3
Sequential cell                     4           5.78
Tap cell                           46           5.54
Timing Repair Buffer               64           53.4
[power by group through the flow]
stage | sequential [W] | clock, W | combinational (W)
6_report | 0.000000943 | 0 | 0.000119
5_1_grt | 0.000000943 | 0 | 0.000129
4_1_cts | 0.000000944 | 0 | 0.000112
[path summary, 6_finish.rpt]
check,start,endpoint,slack (ns),cells past startpoint
max,Enable,D[20],0.03,7
min,A[2],D[24],1.11,4
[what timing repair did]
item	4_1_cts	5_1_grt
resized	78	14
buffers inserted	15	4
pin swaps	29	7
cloned	0	0
setup endpoints to repair	28	13
[Yosys cell counts]
library cell   n
nor2_1        25
nor3_1         5
dlxtn_1        4
nand4b_1       3
nand4bb_1      3
clkbuf_1       2
nand2_1        2
nand2b_1       2
nor3b_2        2
buf_2          1
buf_4          1
nand4_1        1
or3b_4         1
or4b_4         1
[state kept, by name, summed over array words and instances, names as in the netlist]
name and cells:
Dec3.D 1, Dec2.D 1, Dec4.D 1, Dec1.D 1
[per-stage QoR]
step	utilization [%]	instance area, µm²
6_report	30.4	1040
5_1_grt	30.4	1040
4_1_cts	29.3	1000
3_5_place_dp	24.0	821
3_3_place_gp	24.0	821
2_1_floorplan	-	335
[layer usage]
metal | global-route usage (%) | wire [µm] | up-vias
met5 | 0 | 0 | -
met4 | 0 | 0 | 0
met3 | 1.14 | 200 | 0
met2 | 12.0 | 1010 | 21
met1 | 6.64 | 808 | 274
li1 | - | - | 306
[critical path, stage by stage]
cell and delay, ns:
clkdlybuf4s15_2 0.19, buf_6 0.12, buf_4 0.12, nand4bb_4 0.13
buf_4 0.17, nor2_2 0.10, dlygate4sd2_1 0.22
No activity file was given, so power comes from the tool's default toggle rates.
