==> design.v <==
`timescale 1ns / 1ps
module ALU_4bit(Out, Z, C, V, P, A, B, Opcode);
output [3:0] Out;
output Z, C, V, P;
input [3:0] A, B, Opcode;
wire [3:0] shift_out, arith_out, logical_out, compare_out;
Shifter s1(shift_out, A, B, Opcode);
Arithmetic a1(arith_out, C, V, A, B, Opcode[1:0]);
Logical l1(logical_out, A, B, Opcode[1:0]);
Comparator c1(compare_out,A,B,Opcode[1:0]);
MUX m1(Out[3:0], shift_out[3:0], arith_out[3:0], logical_out[3:0], compare_out[3:0], Opcode[3:2]);
assign Z = (Out==4'b0000) ? 4'b0001 : 4'b0000;
assign P = (((Out[0]^Out[1])^Out[2])^Out[3]);
endmodule
`timescale 1ns / 1ps
module Arithmetic(arith_out, C, V, A, B, Opcode);
output reg [3:0] arith_out;
output reg C,V;
input [3:0] A,B;
input [1:0] Opcode;
always @ (*)
begin
 case(Opcode[1:0])
	2'b00 : {C,arith_out} = A+B;
	2'b01 : {C,arith_out} = A+1;
	2'b10 : {C,arith_out} = A-B;
	2'b11 : {C,arith_out}= A-1;
	endcase
V  = (A[3:0]<B[3:0]) ? 1 : 0;
end
endmodule
`timescale 1ns / 1ps
module Comparator(compare_out, A,B,Opcode);
output reg [3:0] compare_out;
input signed [3:0] A,B;
input [1:0] Opcode;
always @ (*)
begin 
	case(Opcode)
	2'b00 : compare_out = (A == B) ? 4'b0001 : 4'b0000;
	2'b01 : compare_out = (A != B) ? 4'b0001 : 4'b0000;
	2'b10 : compare_out = (A > B) ? 4'b0001 : 4'b0000;
	2'b11 : compare_out = (A < B) ? 4'b0001 : 4'b0000;
	endcase
end
endmodule
`timescale 1ns / 1ps
module Logical(logical_out, A, B, Opcode);
output reg [3:0] logical_out;
input [3:0] A, B;
input [1:0] Opcode;
always @ (*)
begin 
	case(Opcode)
	2'b00 : logical_out = A&B;
	2'b01 : logical_out = A|B;
	2'b10 : logical_out = (A^B);
	2'b11 : logical_out = ~(A|B);
	endcase
end
endmodule
`timescale 1ns / 1ps
module MUX(Out, shift_out, arith_out, logical_out, compare_out, Opcode);
output reg [3:0] Out;
input [3:0] shift_out, arith_out, logical_out, compare_out;
input [3:2] Opcode;
always@(*)
begin
	case(Opcode[3:2])
		2'b00 : Out = shift_out;
		2'b01 : Out = arith_out;
		2'b10 : Out = logical_out;
		2'b11 : Out = compare_out;
		endcase
end
endmodule
`timescale 1ns / 1ps
module Shifter(shift_out, A,B, Opcode);
output reg [3:0] shift_out;
input signed [3:0] A,B, Opcode;
always @(*)
begin
	case(Opcode)
	4'b0000 : shift_out = B<<A; 
	4'b0001 : shift_out = B<<A; 
	4'b0010 : shift_out = B>>A;
	4'b0011 : shift_out = B>>>A;
	endcase
end
endmodule
==> run.sh <==
#!/bin/bash
# OpenROAD 26Q1-2900-gdf79404cd8, Yosys 0.63+post, stock flow scripts
make -C /OpenROAD-flow-scripts/flow DESIGN_CONFIG=/design/flow/config.mk WORK_HOME=/design/flow/orfs finish
==> config.mk <==
export PLATFORM = sky130hd
export DESIGN_NAME = ALU_4bit
export DESIGN_NICKNAME = ALU_4bit
export VERILOG_FILES = /design/flow/design.v
export SDC_FILE = /design/flow/constraint.sdc
export NUM_CORES = 4
export LEC_CHECK = 1
export CORE_AREA = 10 10 82 82
export DIE_AREA = 0 0 92 92
==> constraint.sdc <==
current_design ALU_4bit

set clk_period 6.4
set clk_io_pct 0.2

create_clock -name clk0 -period $clk_period

set non_clock_inputs [all_inputs -no_clocks]
set_input_delay [expr $clk_period * $clk_io_pct] -clock clk0 $non_clock_inputs
set_output_delay [expr $clk_period * $clk_io_pct] -clock clk0 [all_outputs]
==> impl_metrics.toml <==
# implementation run metrics
[grt]
grt_usage = 0.08362
grt_pass1_wl_mm = 6.092
antenna_found_initial = 0
grt_max_degree = 24
grt_overflow = 0
grt_pass1_vias = 1342

[timing]
worst_slew_pin_slew_ps = 477.0
finalSetupViolations = 0
max_freq_mhz = 165.4
max-slew-margin-rel = 0.6810
hold_viol_final = 0
untimed_endpoints = 4
period_used_share = 0.9444
rsz0062_at_grt = "false"
setup_tns_ps = 0
final-max-slew-violation-count = 0
fin_crit_ps = 6044
unclocked_regs = 4

[final_layout]
lay_top_count = "clkdlybuf4s50_1"
areaGrowthSynthToFinish_pct = 25.71
drive_gt1_frac = 0.07692
mostFrequentLayoutCells = "20 x clkdlybuf4s50_1, 19 x ha_1, 15 x inv_1"
largest_reg_flops = 4

[yosys]
yosysChipArea_mm2 = 0.001241
synth.distinct_cells = 50
synth-main-ff-cell = "dlxtn_1"
synth-edff-count = 0
ys.flops = 4
yosys_cells = 175
syn_inst = 175
synth_area_mm2 = 0.001241
ys_warn_count = 5
async_reset_ff_frac = 0
syn_area_per_cell_um2 = 7.093

[placed_design]
dp_hpwl_mm = 2.912
place.gp.congestion = 0.9064
io_buffers = 20

[critical_path]
critical_path_arrival_ps = 4760
cp_data_required_time_ps = 5120
endpoint_kind = "output port"
start_kind = "input pin"
cp_max_fo = 5
worstSetupPathType = "in2out"

[floorplan]
die_x_um = 92
coreArea_mm2 = 0.005075
pin_count = 20
fp_util = 0.2446
die_h_um = 92
std_cell_rows = 26
chip_area_mm2 = 0.008464

[job]
drv_cap = 0
warning_count = 41

[run_status]
outcome = "finished, final reports clean"

[cts]
ctsHoldBuffers = 0
postCtsSetupBuffers = 0
cts_resized = 0

[route]
drtAntennaViolNets = 0
diodes = 0
via_per_inst = 4.989
vias = 1322
drtPass1Iterations = 4
dr.first_iter.drc_count = 68
drc = 0
finalWirelength_mm = 3.533
wl_per_cell_um = 13.33

[power_and_ir_drop]
combPwrFrac = 0.980
p_int_mw = 0.06531
finalPower_mw = 0.1237
leakage_nw = 0.6723
swShare = 0.4720
seqPwrFrac = 0.020
pwr-share-clk = 0
power_density_mw_per_mm2 = 79.28
vdd.ir_drop.worst_mv = 0.02280
switchingPower_mw = 0.05839

[min_path]
min_path_type = "in2out"
power by group through the flow:
| stage | Combinational, mW | Clock, mW | Sequential, mW |
|---|---|---|---|
| finish | 0.121 | 0 | 0.00250 |
| CTS | 0.123 | 0 | 0.00252 |
| global route | 0.137 | 0 | 0.00262 |
stage by stage:
step / hold WS, ps / setup WS [ps] / instances / area (µm²) / util
6_report: 3817 / 355.8 / 265 / 1560 / 0.3074
2_1_floorplan: 2701 / 1405 / 175 / 1241 / -
3_3_place_gp: 3847 / 360.7 / 265 / 1560 / 0.3074
5_1_grt: 3919 / 88.87 / 265 / 1560 / 0.3074
4_1_cts: 3844 / 326.8 / 265 / 1560 / 0.3074
3_5_place_dp: 3829 / 324.2 / 265 / 1560 / 0.3074
cell families (layout without fill, tap and decap cells):
kind of cell             after synthesis  after routing  synth area share
buffers and inverters                 25             45           0.07762
multiplexers                          10             10           0.08568
AND-OR/OR-AND                         54             54            0.2944
AND/OR/NAND/NOR                       54             54            0.2208
latches                                4              4           0.04839
adder cells (fa/ha/maj)               21             21            0.2238
XOR/XNOR                               7              7           0.04940
path summary, 6_finish.rpt:
check | start | to | slack, ps | depth (start not counted)
max | B[1] | P | 360 | 14
min | Opcode[3] | Out[1] | 3820 | 3
cell usage after synthesis, types with 3 or more instances:
| library cell | instances | share of area |
|---|---|---|
| o21ai_1 | 5 | 0.020 |
| o21ai_0 | 6 | 0.024 |
| xnor2_1 | 5 | 0.035 |
| clkbuf_1 | 7 | 0.021 |
| nand2b_1 | 3 | 0.015 |
| mux2_2 | 3 | 0.027 |
| inv_1 | 15 | 0.045 |
| a22oi_1 | 4 | 0.024 |
| mux2i_1 | 5 | 0.040 |
| o22ai_1 | 3 | 0.015 |
| nand3b_1 | 3 | 0.018 |
| a21oi_1 | 12 | 0.048 |
| nand2_1 | 13 | 0.039 |
| ha_1 | 19 | 0.19 |
| dlxtn_1 | 4 | 0.048 |
| nand3_1 | 8 | 0.032 |
| a211oi_1 | 3 | 0.018 |
| nor2_1 | 13 | 0.039 |
per-layer routing:
layer	global-route usage	up-vias	routed length [µm]
met5	0	-	0
met4	0.01157	0	14
met3	0.008237	2	184
met2	0.1435	32	1673
met1	0.1131	608	1661
li1	-	680	-
layout make-up:
type | instances | area (µm²)
multi-input combinational | 146 | 1085
sequential | 4 | 60.06
inverter | 16 | 60.06
timing repair buffer | 29 | 267.8
tap | 70 | 87.58
fill | 575 | 3515
worst max-delay path, stage by stage:
cell and delay, ps:
clkdlybuf4s50_1 540, inv_1 130, ha_1 290, a21o_1 210, fa_1 500, o21ai_0 100, mux2i_1 190, a2bb2oi_1 180
ha_1 250, inv_1 80, nor3b_1 50, a221o_1 370, xnor2_1 130, clkdlybuf4s50_1 480
Power figures rest on the tool's default switching activity, not on a simulated workload.
